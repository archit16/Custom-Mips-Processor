===== /design/flow/config.mk =====
export PLATFORM = sky130hd
export DESIGN_NAME = SI_ALU
export DESIGN_NICKNAME = SI_ALU
export VERILOG_FILES = /design/flow/design.v
export SDC_FILE = /design/flow/constraint.sdc
export NUM_CORES = 4
export LEC_CHECK = 1
export CORE_UTILIZATION = 40

===== /design/flow/constraint.sdc =====
current_design SI_ALU

set clk_period 39.7
set clk_io_pct 0.2

create_clock -name clk0 -period $clk_period

set non_clock_inputs [all_inputs -no_clocks]
set_input_delay [expr $clk_period * $clk_io_pct] -clock clk0 $non_clock_inputs
set_output_delay [expr $clk_period * $clk_io_pct] -clock clk0 [all_outputs]

===== /design/flow/design.v =====
`timescale 1ns / 1ps
module SI_ALU(
    input [31:0] RS,
    input [31:0] RT,
    input [3:0] ROT_AM,
    input [3:0]ALU_CNTRL,
    output reg [31:0] VAL
    );
    initial begin
    VAL <= 0;
    end
    always@(RS, RT, ALU_CNTRL)
    begin
    case(ALU_CNTRL)
    4'd5: begin
        VAL = (RS ^ RT)<<ROT_AM;        
        end 
    4'd6: begin
        VAL = (RS >> ROT_AM) ^ RT;
        end
    4'd7: begin
        VAL = (RS << ROT_AM) + RT;
        end   
    4'd8: begin
        VAL = (RS - RT) >> ROT_AM;
        end
    default: VAL = 0;
    endcase    
    end
endmodule

===== /design/flow/run.sh =====
#!/bin/bash
# OpenROAD 26Q1-2900-gdf79404cd8, Yosys 0.63+post, stock flow scripts
make -C /OpenROAD-flow-scripts/flow DESIGN_CONFIG=/design/flow/config.mk WORK_HOME=/design/flow/orfs finish

==> CHANGELOG.md <==
## Flow update

* Post-Route WL at 33500 um
* Maximum number of pins on one net before global-route repair at 68
* Flops at 0
* Fraction of layout cells with a size suffix above 1 at 10.0%
* OpenROAD warnings at 37
* FF/Latch Area at 0 um^2
* Area Growth Syn to Fin at 12.3%
* Crit. End Element: output pin
* Yosys stat chip area at 0.00890 mm^2
* DPL Wire Length at 27000 um
* Top cells by area: ha_1 9.1%, mux2i_1 8.0%, a21oi_1 7.4%, mux4_2 6.8%, nand2_1 6.6%
* Min-Delay Path Class: input pin to output pin
* Pre-CTS setup slack at roughly 18 ns
* Routed WL per cell at 20.6 um
* Syn_area_per_cell at 6.74 um^2
* Buf/Inv on CP at 2
* Cell count listed in synth_stat.txt at 1322
* I/O pin count at 104
* Most frequent CP cell: o21ai_0
* Worst endpoint required time at 31.76 ns
* Chip area at 0.0229 mm^2
* Worst Path Max Fanout at 22
* Die width at about 150 um
* Fin. Hold Viols at 0
* Power Density at 20.1 mW/mm^2
* Post-route ant nets at 0
* DR vias/cell at roughly 6.1
* Max Transition Viols Final at 0
* Clock buf count at 0
* Vias in the first global route at between 9000 and 10000
* Core Rows at 54
* Gp weighted congestion at slightly below 1
* Most frequent cell after synthesis: nand2_1
* Leakage power at 4.12 nW
* CTS Hold Bufs at 0
* Setup WS post-layout at 17.89 ns
* Max VDD drop at between 0.008 and 0.009 mV
* Crit-path max cell delay at between 0.6 and 0.7 ns
* Synth cell count leaders: 157 x nand2_1, 132 x nor2_1, 131 x a21oi_1
* Initial antenna violation count at 0
* Crit-path cells: clkdlybuf4s50_1 -> and3b_1 -> nand2_1 -> nand2_1 -> o21ai_0 -> o21ai_0 -> o21ai_0 -> o21ai_0 -> nor2_1 -> ha_1 -> nand2_1 -> o21ai_0 -> a21oi_1 -> maj3_4 -> o21ai_2 -> nand3_2 -> a21boi_1 -> nor4_1 -> nor2_1 -> mux2i_1 -> o221ai_1 -> a21o_1 -> clkdlybuf4s50_1
* RSZ-0062 raised after global routing: no
* Core ar. at between 0.02 and 0.025 mm^2
* Worst-Margin Slew at 0.712 ns
* Synth cell types at 103
* Setup TNS at 0 ns
* Gr ovfl total at 0
* Startpoint Class: input pin
* Post-Synthesis Cells at 1322
* First-pass GRT wire length at 51900 um
* Tot Pwr at 201 uW
* Initial DRC Count at 817
* Max_cap viols at 0
* Period utilization at 54.9%
* Fp util at 40.8%
* Antenna cells at 0
* Final setup fails at 0
* Critical path arrival at 13.87 ns
* Post-cts sizing count at 0
* Fin area at 0.0100 mm^2
* Total GRT Usage at 30.3%
* Largest delay share family, worst path: simple AND/OR/NAND/NOR gates
* Slowest CP cell: clkdlybuf4s50_1
* Worst slew margin at 52.4%
* Max-area cell share at 9.13%
* Post-CTS Setup Inserts at 0
* DIE HEIGHT at between 150 and 200 um
* Area leader, netlist: ha_1
* Yosys warning total at 1
* Synthesized area at 0.00890 mm^2
* DR vias at 9954
* Crit path kind: input pin to output pin
* Status: complete, no violations
* Pre-antenna DRT Iters at 8
* Layout fillers at 2256
* Fin crit period at 21.81 ns
* Final hold slack at between 15 and 20 ns
* Area after DPL at 0.0100 mm^2
* IO Port Bufs at 104
* Synth Seq Share at 0%
* Drt drc at 0
* Logic cell area at between 0.008 and 0.009 mm^2
* Achievable frequency at 45.9 MHz
[metrics by stage]
step,std cells,utilization (%)
6_report,1626,45.8
5_1_grt,1626,45.8
4_1_cts,1626,45.8
3_5_place_dp,1626,45.8
3_3_place_gp,1626,45.8
2_1_floorplan,1322,-
[logic make-up after synthesis]
family	synth area share, %
fa+ha+maj	9.74
mux	19.2
buf+inv	7.24
xor+xnor	5.99
compound gates	35.2
simple gates	22.7
[final timing paths]
path | startpoint | end | slack [ns] | depth (start not counted)
min | RT[19] | VAL[19] | 16.93 | 4
max | ALU_CNTRL[0] | VAL[25] | 17.89 | 23
[power breakdown]
part           total [mW]  internal [mW]  switching, mW  leakage, nW
registers               0              0              0            0
clock network           0              0              0            0
logic               0.201         0.0862          0.115         4.12
total               0.201         0.0862          0.115         4.12
[placed cells by master (no fill, tap or decap), drive strengths merged, types with 7 or more instances in the layout]
master | netlist | routed
nand3 | 28 | 28
o21ai | 110 | 110
ha | 65 | 65
and3 | 15 | 15
nand2b | 12 | 12
nand2 | 158 | 158
nor3 | 23 | 23
nor2b | 10 | 10
o31ai | 11 | 11
a211oi | 21 | 21
o211ai | 27 | 27
a21o | 31 | 31
mux4 | 27 | 27
mux2 | 34 | 34
o21a | 12 | 12
xnor2 | 46 | 46
inv | 64 | 64
nor2 | 133 | 133
clkdlybuf4s50 | 0 | 99
or3 | 11 | 11
mux2i | 71 | 71
o221ai | 12 | 12
and2 | 15 | 15
a31oi | 12 | 12
buf | 40 | 21
o21bai | 10 | 10
a22oi | 7 | 7
xor2 | 14 | 14
a21boi | 9 | 9
a21oi | 138 | 138
o22ai | 9 | 9
[area by class of cell]
class              instances  area share (%)
repair buffers           120            11.4
multi-input cells       1162            82.7
inverters                 64            2.40
well taps                280            3.50
[metal layers]
layer / track usage, % / part of all wire, %
met1: 41.3 / 43
met2: 50.3 / 47
met3: 2.92 / 5.8
met4: 9.40 / 3.7
met5: 0 / 0
Power figures rest on the tool's default switching activity, not on a simulated workload.

`./config.mk`:
```
export PLATFORM = sky130hd
export DESIGN_NAME = PC
export DESIGN_NICKNAME = PC
export VERILOG_FILES = /design/flow/design.v
export SDC_FILE = /design/flow/constraint.sdc
export NUM_CORES = 4
export LEC_CHECK = 1
export CORE_AREA = 10 10 102 102
export DIE_AREA = 0 0 112 112
```
`./run.sh`:
```
#!/bin/bash
# OpenROAD 26Q1-2900-gdf79404cd8, Yosys 0.63+post, stock flow scripts
make -C /OpenROAD-flow-scripts/flow DESIGN_CONFIG=/design/flow/config.mk WORK_HOME=/design/flow/orfs finish
```
`./constraint.sdc`:
```
current_design PC

set clk_period 1.0
set clk_io_pct 0.2

create_clock -name clk0 -period $clk_period [get_ports {clk}]

set non_clock_inputs [all_inputs -no_clocks]
set_input_delay [expr $clk_period * $clk_io_pct] -clock clk0 $non_clock_inputs
set_output_delay [expr $clk_period * $clk_io_pct] -clock clk0 [all_outputs]
```
`./design.v`:
```
`timescale 1ns / 1ps
module PC(
input clk, reset, input [31:0] nxt_instr_addr, output reg [31:0] current_instr_addr
    );
always@(posedge clk)
begin
if(reset) begin
current_instr_addr = 32'h00000000;
end
else begin
#1
current_instr_addr = nxt_instr_addr;
end
end
endmodule
```
==> job_summary.md <==
### Metrics collected by this job

| Metric | Value |
|---|---|
| Status | finished clean |
| Final Instance Count excl. Fillers | 243 |
| Distinct lib cells | 3 |
| Top cells by area | dfxtp_1 (74%), nor2b_1 (23%), buf_4 (2.6%) |
| Crit path from | current_instr_addr[20] |
| Critical Path Fanout Max | 1 |
| Chip height | 112 um |
| CP Data Arrival Time | 0.76 ns |
| H-tree depth reported by CTS | 2 |
| Comb area leader | simple AND/OR/NAND/NOR gates |
| Design Area, Final | 1680 um2 |
| Yosys top cell by area | dfxtp_1 |
| PD cells | 1700 nW/um2 |
| Hold slack | 0.457 ns |
| Hold Vio Cnt, Final | 0 |
| #FFs+latches synth | 32 |
| Min cycle time layout | 0.959 ns |
| Slew @ Worst Pin | 0.147 ns |
| Placed Area | 1640 um2 |
| Share of post-route cells with drive strength above 1 | 0.290 |
| CTS buffer count | 5 |
| DR WL/cell | 11.1 um |
| Fin crit share | 0.959 |
| Yosys warns | 1 |
| # diodes | 0 |
| Data required, critical path | 0.80 ns |
| Setup TNS | 0 ns |
| First DRT Iteration DRCs | 12 |
| Fmax | 1040 MHz |
| Max cap viols | 0 |
| Leakage Power | 0.678 nW |
| Ports | 66 |
| Synth top area share | 0.742 |
| AO/OA Area Share | 0 |
| Hold Crit Start | nxt_instr_addr[10] |
| Worst VDD drop | 495 uV |
| DRT Pass-1 Iters | 2 |
| CTS max path bufs | 2 |
| TritonCTS clock tree | built |
| Setup bufs post-CTS | 0 |
| Largest net degree at the start of global routing | 33 |
| Crit-path leading delay family | flip-flops |
| Yosys Instances | 67 |
| Startpoint types | flop |
| Core ar. | 8220 um2 |
| Area Growth Syn to Fin | 94.3% |
| Placement row count | 33 |
| Commonest flop | dfxtp_1 |
| Final tally of max-slew violations | 0 |
| Tool warnings | 25 |
| Setup crit end kind | primary output |
| EDFF count, synth | 0 |
| Die area | 12500 um2 |
| WP buf/inv | 1 |
| Clk sinks | 32 |
| Largest register FFs | 32 |
| First-pass GRT wire length | 4.12 mm |
| # DRC | 0 |
| RSZ-0062 raised after global routing | false |
| Cell Area, Synth | 863 um2 |
| Crit-path slowest cell | dfxtp_1 |
| Antenna violations before repair | 0 |
| Root Buffer | clkbuf_8 |
| GRT Overall Usage | 0.0408 |
| Post-synth top cells | dfxtp_1 (32), nor2b_1 (32), buf_4 (3) |
| Starting density of the core | 0.105 |
| Via count | 679 |
| Routed WL | 2.69 mm |
| Simple-gate share of the synthesized area | 0.232 |
| Syn Area/Cell | 12.9 um2 |
| Crit path kind | flop to primary output |
| Crit-path cells | clkdlybuf4s15_1 |
| Mapped Cells | 67 |
| Vias in the first global route | 707 |
| Min-delay worst type | input pin to flop |
| Area fraction in mux cells | 0 |
| GPL Wtd Cong | 0.662 |
| Fill count | 880 |
| I/O Buffers | 65 |
| Routed Antenna Nets | 0 |
| Die W | 112 um |
| Placed cells | 235 |
| Worst slew margin | 0.902 |
| XOR/XNOR Area Share | 0 |
| Reg clk slew, reported paths | 0.07 ns |
| Ys async rst share | 0 |
| Global route overflow | 0 |
| Crit-path max cell delay | 0.31 ns |
| YS chip area | 863 um2 |
| Via/cell ratio | 2.79 |
| Adder share | 0 |
| Post-synthesis sequential area ratio | 0.742 |
| Final tally of setup violations | 0 |
-- cell usage in the layout (no fill, tap or decap) --
master and count:
dfxtp_2 14, clkdlybuf4s15_1 14, dfxtp_1 18, clkbuf_2 16, clkinv_2 1, buf_2 2, clkdlybuf4s50_1 33, bufinv_16 1
clkbuf_1 1, nor2b_1 32, clkbuf_8 5, buf_12 1
-- what timing repair did --
action / CTS / global route
setup endpoints to repair: 32 / 19
gates cloned: 0 / 0
gates resized: 67 / 29
hold buffers: 0 / 0
pin swaps: 0 / 0
endpoints found under the hold margin: 0 / 0
-- through the flow --
stage / utilization / setup slack, ns / power (mW)
after CTS: 0.212 / 0.00357 / 2.96
final: 0.204 / 0.0410 / 2.85
after global placement: 0.200 / -0.0957 / 1.71
after floorplan: - / 0.509 / 1.43
after global routing: 0.204 / 0.000739 / 3.01
after detailed placement: 0.200 / -0.117 / 1.71
-- logic make-up after synthesis --
logic type,Yosys count
buffers and inverters,3
and+or+nand+nor,32
DFF,32
-- area by class of cell --
type / count / area (um2) / area share
Sequential cell: 32 / 658 / 0.392
Timing Repair Buffer: 66 / 581 / 0.346
Multi-Input combinational cell: 32 / 200 / 0.119
Tap cell: 105 / 131 / 0.0783
Clock buffer: 6 / 72.6 / 0.0433
Clock inverter: 2 / 35.0 / 0.0209
-- routing by layer --
metal / global-route usage / routed length (um) / vias up / part of all wire
met2: 0.0680 / 1310 / 32 / 0.49
met3: 0.0212 / 261 / 2 / 0.097
met5: 0 / 0 / - / 0
met1: 0.0452 / 1080 / 308 / 0.40
met4: 0.00931 / 42 / 0 / 0.016
li1: - / - / 337 / -
-- path summary, 6_finish.rpt --
| check | to | slack, ns | depth (start not counted) |
|---|---|---|---|
| max | current_instr_addr[20] | 0.04 | 1 |
| min | current_instr_addr[10] | 0.46 | 2 |
-- power breakdown --
part	total (mW)	internal (mW)	switching [mW]	leakage [nW]
Combinational	0.263	0.207	0.0566	0.352
Sequential	1.36	1.35	0.0160	0.270
Clock	1.22	0.739	0.484	0.0552
Total	2.85	2.29	0.556	0.678
No activity file was given, so power comes from the tool's default toggle rates.

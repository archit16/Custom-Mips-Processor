--- ./design.v ---
`timescale 1ns / 1ps
module shiftleftandadd(
input [31:0] signimm, w3, output reg [31:0] pc_branch
    );
 reg [31:0] abc;
 initial
 begin
 pc_branch <= 0;
 end
 always @(signimm, w3)
 begin
 abc = signimm<<2;
 pc_branch = abc+w3;
end
endmodule
--- ./run.sh ---
#!/bin/bash
# OpenROAD 26Q1-2900-gdf79404cd8, Yosys 0.63+post, stock flow scripts
make -C /OpenROAD-flow-scripts/flow DESIGN_CONFIG=/design/flow/config.mk WORK_HOME=/design/flow/orfs finish
--- ./config.mk ---
export PLATFORM = sky130hd
export DESIGN_NAME = shiftleftandadd
export DESIGN_NICKNAME = shiftleftandadd
export VERILOG_FILES = /design/flow/design.v
export SDC_FILE = /design/flow/constraint.sdc
export NUM_CORES = 4
export LEC_CHECK = 1
export CORE_AREA = 10 10 92 92
export DIE_AREA = 0 0 102 102
--- ./constraint.sdc ---
current_design shiftleftandadd

set clk_period 20.0
set clk_io_pct 0.2

create_clock -name clk0 -period $clk_period

set non_clock_inputs [all_inputs -no_clocks]
set_input_delay [expr $clk_period * $clk_io_pct] -clock clk0 $non_clock_inputs
set_output_delay [expr $clk_period * $clk_io_pct] -clock clk0 [all_outputs]
==> impl_metrics.csv <==
group,metric,value,unit
synthesis,synth_cell_type_count,52,
layout,flops,0,
synthesis,yosys_cells,237,
synthesis,syn-cell-area,1760,um^2
layout,fillers,671,
detailed_routing,drc,0,
synthesis,yosys_area,1760,um^2
worst_setup_path,arrival,7120,ps
final_timing,fmax,89.9,MHz
hold_path,holdPathEnd,"pc_branch[0]",
final_timing,fin_ws,8880,ps
grt,met1_usage,0.141,
final_timing,grt_setup_unrepaired,"false",
final_timing,max_slew_margin,0.751,
grt,grtUsageTotal,0.103,
final_timing,finalSetupViolCount,0,
detailed_routing,ant_nets,0,
grt,grt_pass1_wl,9110,um
layout,mi_logic_area,1640,um^2
detailed_routing,n_antenna_cell,0,
grt,grt_remaining_overflow,0,
final_timing,worst_pin_slew,372,ps
worst_setup_path,path_max_fanout,4,
floorplanning,initial_core_util,0.273,
hold_path,holdCritStartpoint,"w3[0]",
floorplanning,io_pins,96,
synthesis,yosysWarnings,1,
final_timing,drv_slew,0,
grt,antenna_found_initial,0,
layout,clock_buffers,0,
placed_design,pre_cts_ws,8920,ps
power_and_ir_drop,power.density,34.8,nW/um^2
cts,post_cts_buffers,0,
worst_setup_path,critical_path_class,"in -> out",
layout,seqCellArea,0,um^2
synthesis,mux_area_frac,0,
synthesis,adder_share,0.217,
cts,holdBufCountCts,0,
floorplanning,fp-row-count,29,
detailed_routing,dr.first_iter.drc_count,64,
detailed_routing,viasPerCell,5.02,
placed_design,place.gp.congestion,0.859,
power_and_ir_drop,power_leakage,0.00111,uW
placed_design,hpwl,4950,um
placed_design,portBuffers,90,
synthesis,synth-compound-area-share,0.397,
detailed_routing,dr.pass1.iters,4,
layout,drive_gt1_frac,0.0575,
synthesis,synth_cells,237,
grt,grt_max_degree,10,
power_and_ir_drop,ir_worst_vdd,0.0000126,V
hold_path,min_path_type,"in -> out",
cts,cts_resized,0,
worst_setup_path,cp-start-kind,"input port",
detailed_routing,vias,1957,
flow_run,warnings,34,
final_timing,post-route-min-period,11120,ps
detailed_routing,totalWireLength,5600,um
flow_run,maxCapViolations,0,
synthesis,simple_gate_area_frac,0.182,
grt,grt_pass1_vias,1920,
floorplanning,core,6460,um^2
floorplanning,die-area,10400,um^2
final_timing,hold_viol,0,
grt,top_usage_layer,"met2",
worst_setup_path,critPathRequiredTime,16000,ps
floorplanning,chipHeight,102,um
synthesis,postSynthSeqShare,0,
worst_setup_path,crit_path_end_kind,"primary output",
final_timing,setup_tns,0,ps
synthesis,post_synth.cell_area_avg,7.44,um^2
final_timing,period_used_share,0.556,
hold_path,hold_depth,0,
final_timing,hold_ws,8000,ps
detailed_routing,wl_per_cell,14.4,um
synthesis,synthXorXnorAreaFrac,0.134,
layout,area_growth,52.1,%
run_status,outcome,"completed",
synthesis,logic_family,"AND-OR/OR-AND gates",
floorplanning,fp.dieW,102,um
grt,met3_usage,0.0341,
grt,use_met2,0.162,
-- worst max path at each step --
stage	start	to	slack, ps	depth (start not counted)
after global routing	signimm[0]	pc_branch[26]	8630	12
final	signimm[0]	pc_branch[28]	8880	12
after CTS	signimm[0]	pc_branch[28]	8880	12
-- power by group --
part           internal, uW  switching (uW)
logic                  55.4            37.9
clock network             0               0
registers                 0               0
total                  55.4            37.9
-- critical path, stage by stage --
cell and delay, ps:
clkdlybuf4s50_1 460, ha_1 160, inv_1 50, fa_1 400, nor2b_1 180, o2111ai_1 170
and3_4 250, o311ai_4 370, a31oi_1 240, o21ai_1 190, xor2_1 170, clkdlybuf4s50_1 490
-- cells in the final DEF, fill, tap and decap left out, types with 2 or more instances in the layout --
master,netlist,layout
a311oi_1,2,2
nand2_1,19,19
o21ai_2,2,2
nand4_1,6,6
nor3_1,6,6
a31oi_1,4,4
a21oi_2,2,2
o311ai_4,2,2
nor2_1,15,15
nand3_1,7,7
o21ai_0,10,10
nor2b_1,3,3
inv_1,12,12
o21ai_1,4,4
o21a_1,3,3
xnor2_1,19,19
nand2b_1,2,2
a21o_1,15,15
ha_1,29,29
o21bai_1,4,4
clkdlybuf4s50_1,0,90
a21oi_1,23,23
xor2_1,8,8
-- cells by family after synthesis --
kind of cell | count (synthesis)
AOI/OAI and AO/OA | 89
and+or+nand+nor | 65
adders and majority gates | 30
xor gates and xnor gates | 27
buffers and inverters | 26
-- metal layers --
metal	vias to the layer above	share of wire	wire length, um
met2	59	0.44	2450
li1	1034	-	-
met4	0	0.00071	4
met5	-	0	0
met3	2	0.10	588
met1	862	0.46	2560
-- final cells by class --
type / count / area share
multi-input cells: 211 / 0.611
inverters: 12 / 0.0168
well taps: 77 / 0.0359
repair buffers: 90 / 0.336
-- per-stage QoR --
| stage | cell area [um^2] | total power (uW) | instances | util |
|---|---|---|---|---|
| 3_3_place_gp | 2680 | 94.4 | 390 | 0.415 |
| 2_1_floorplan | 1760 | 47.4 | 237 | - |
| 3_5_place_dp | 2680 | 94.2 | 390 | 0.415 |
| 5_1_grt | 2680 | 103 | 390 | 0.415 |
| 4_1_cts | 2680 | 94.8 | 390 | 0.415 |
| 6_report | 2680 | 93.3 | 390 | 0.415 |
-- cell usage after synthesis (4+ instances only) --
cell type  instances  share of area
inv_1             12          0.026
nand2_1           19          0.040
nor3_1             6          0.017
xnor2_1           19          0.094
a21o_1            15          0.064
a21oi_1           23          0.065
nand3_1            7          0.020
nor2_1            15          0.032
xor2_1             8          0.040
o21bai_1           4          0.017
o21ai_0           10          0.028
ha_1              29           0.21
clkbuf_1           7          0.015
a31oi_1            4          0.014
o21ai_1            4          0.011
nand4_1            6          0.021
Power is estimated from default activity; no workload was simulated.
